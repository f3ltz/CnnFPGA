## flow/run.sh

```bash
#!/bin/bash
# OpenROAD 26Q1-2900-gdf79404cd8, Yosys 0.63+post, stock flow scripts
make -C /OpenROAD-flow-scripts/flow DESIGN_CONFIG=/design/flow/config.mk WORK_HOME=/design/flow/orfs finish
```

## flow/config.mk

```make
export PLATFORM = sky130hd
export DESIGN_NAME = FindMax
export DESIGN_NICKNAME = FindMax
export VERILOG_FILES = /design/flow/design.v
export SDC_FILE = /design/flow/constraint.sdc
export NUM_CORES = 4
export LEC_CHECK = 1
export CORE_UTILIZATION = 30
```

## flow/constraint.sdc

```tcl
current_design FindMax

set clk_period 86.9
set clk_io_pct 0.2

create_clock -name clk0 -period $clk_period

set non_clock_inputs [all_inputs -no_clocks]
set_input_delay [expr $clk_period * $clk_io_pct] -clock clk0 $non_clock_inputs
set_output_delay [expr $clk_period * $clk_io_pct] -clock clk0 [all_outputs]
```

## flow/design.v

```verilog
module FindMax(n,max_index);
 parameter DATA_WIDTH = 320;
 parameter NUM_VALUES = 10;
 parameter VALUE_WIDTH = DATA_WIDTH / NUM_VALUES;
input  [DATA_WIDTH-1:0] n;
output reg [$clog2(NUM_VALUES)-1:0] max_index;
reg [VALUE_WIDTH-1:0] max_value;
    integer i;
    always @(*) begin
        max_value = n[VALUE_WIDTH-1:0];
        max_index = 0;
        for (i = 1; i < NUM_VALUES; i = i + 1) 
        begin
            if (n[i*VALUE_WIDTH +: VALUE_WIDTH] > max_value) 
            begin
                max_value = n[i*VALUE_WIDTH +: VALUE_WIDTH];
                max_index = i;
            end
        end
    end
endmodule
```

==> impl_metrics.py <==
# Auto-generated metrics
metrics = {
    "outcome": {
        "status": "completed",
    },
    "clocking": {
        "holdBufCountCts": 0,
        "cts_setup_buffers": 0,
        "cts_resized": 0,
    },
    "yosys": {
        "yosys_warnings": 1,
        "synth-area-yosys_sq_um": 11100,
        "ys_types": 69,
        "ys_seq_share": 0,
        "ys_cells": 1506,
        "syn_area_sq_um": 11100,
        "synth.avg_cell_area_sq_um": 7.37,
        "synth_cells": 1506,
    },
    "die": {
        "die_h_microns": 194,
        "dieWidth_microns": 194,
        "chip_area_sq_um": 37800,
        "io_pins": 324,
        "fp_util": 0.304,
        "rows": 70,
        "core_sq_um": 36500,
    },
    "final_timing": {
        "drv_slew": 0,
        "timing.hold.ws_ns": 36.11,
        "hold_viol": 0,
        "relSlewSlack": 0.294,
        "fmax_mhz": 16.1,
        "setup_tns_ns": 0,
        "min_period_ns": 62.25,
        "worst_pin_slew_ns": 1.05,
        "rsz0062_at_grt": "no",
        "period_used_share": 0.716,
        "finalSetupViolations": 0,
    },
    "finish": {
        "syn2layout_area_growth_pct": 33.9,
        "logic_area_sq_um": 10300,
        "seq_area_sq_um": 0,
        "drive_gt1_frac": 0.0292,
        "flops": 0,
        "nFillCells": 3644,
        "mostFrequentLayoutCells": "clkdlybuf4s50_1 (324), ha_1 (282), inv_1 (155)",
        "mostFrequentLayoutCell": "clkdlybuf4s50_1",
        "nClkBuffers": 0,
    },
    "placement": {
        "place.gp.congestion": 0.958,
        "port_buffers": 324,
        "dp_hpwl_microns": 37100,
    },
    "critical_path": {
        "cp.buffers_inverters": 14,
        "arrival_ns": 44.87,
        "worstSetupPathType": "input pin to output pin",
        "worstSetupStartpointType": "input pin",
        "end_kind": "output pin",
        "path_max_fanout": 35,
        "cpMostUsedCell": "a21o_1",
        "max_stage_delay_ns": 0.92,
        "path_delay_family": "AND-OR/OR-AND gates",
        "slowest_stage": "nor4_1",
        "worstPathRequired_ns": 69.52,
    },
    "routing": {
        "ant_nets": 0,
        "vias": 12295,
        "avgRoutedWirePerCell_microns": 18.5,
        "first_pass_iters": 5,
        "vias_per_cell": 5.47,
        "drt_iter0_drc": 633,
        "drc_errors": 0,
        "wl_microns": 41700,
    },
    "run": {
        "warnings": 32,
        "cap_viol_max_count": 0,
    },
    "global_routing": {
        "antenna_found_initial": 5,
        "grt_use_total": 0.219,
        "grt_max_degree": 61,
        "grt_pass1_wl_microns": 64900,
        "grt_pass1_vias": 11922,
        "grt-ovfl-total": 0,
    },
    "worst_hold_path": {
        "min_path_type": "input pin to output pin",
    },
}
[routing by layer]
metal,wire length [microns],up-vias,global-route usage
li1,-,6379,-
met1,19200,5463,0.302
met2,18700,405,0.363
met3,2850,42,0.0357
met4,889,6,0.0403
met5,43,-,0
[worst min-delay path: cells and delay by family]
| family | cells | cell delay (ns) |
|---|---|---|
| buffers and inverters | 2 | 0.89 |
| AOI/OAI and AO/OA | 2 | 0.28 |
| adders and majority gates | 1 | 0.18 |
[final timing paths]
| kind | from | to | slack [ns] | cells after the start |
|---|---|---|---|---|
| worst min-delay path | n[307] | max_index[0] | 36.11 | 5 |
| worst max-delay path | n[7] | max_index[1] | 24.65 | 116 |
[Yosys cell counts, types with 4 or more instances]
master / number / area (sq um)
ha_1: 282 / 3530
inv_1: 155 / 582
mux2i_1: 123 / 1230
o21ai_0: 108 / 541
a21oi_1: 78 / 390
nand2_1: 76 / 285
a21o_1: 73 / 548
nand3_1: 58 / 290
clkbuf_1: 56 / 210
nand4_1: 53 / 332
nor3_1: 43 / 215
a31oi_1: 39 / 244
nor2_1: 39 / 146
a221oi_1: 35 / 307
and2_1: 34 / 213
o221ai_1: 34 / 298
a2111oi_0: 33 / 289
nor2b_1: 21 / 131
nand2b_1: 16 / 100
o21a_1: 15 / 113
buf_2: 14 / 70.1
nor4_1: 12 / 75.1
a211oi_1: 5 / 37.5
a221o_1: 5 / 50.1
and4_1: 5 / 43.8
o31ai_1: 5 / 37.5
or3_1: 5 / 31.3
a211o_1: 4 / 35.0
a22oi_1: 4 / 30.0
a311oi_1: 4 / 35.0
buf_6: 4 / 45.0
o22ai_1: 4 / 25.0
o311a_1: 4 / 40.0
or2_2: 4 / 25.0
[through the flow]
step | util | instances | worst slack [ns] | area (sq um)
finish | 0.407 | 2248 | 24.65 | 14900
global route | 0.407 | 2246 | 22.51 | 14900
CTS | 0.407 | 2246 | 24.55 | 14900
detailed placement | 0.407 | 2246 | 24.60 | 14900
global placement | 0.407 | 2246 | 25.13 | 14900
floorplan | - | 1506 | 29.46 | 11100
[cell type report]
| cell class | instances | area share |
|---|---|---|
| inverters | 155 | 0.0392 |
| well taps | 468 | 0.0394 |
| repair buffers | 347 | 0.230 |
| multi-input cells | 1276 | 0.691 |
| diodes | 2 | 0.000337 |
[cells by family (layout without fill, tap and decap cells)]
group,Yosys count,after routing,share of synthesized area
buffers and inverters,230,502,0.0821
AOI/OAI and AO/OA,482,482,0.298
adders and majority gates,283,283,0.319
muxes,127,127,0.115
other,0,2,0
and+or+nand+nor,384,384,0.186
